==> design/flow/run.sh <==
#!/bin/bash
# OpenROAD 26Q1-2900-gdf79404cd8, Yosys 0.63+post, stock flow scripts
make -C /OpenROAD-flow-scripts/flow DESIGN_CONFIG=/design/flow/config.mk WORK_HOME=/design/flow/orfs finish
==> design/flow/config.mk <==
export PLATFORM = sky130hd
export DESIGN_NAME = ALU
export DESIGN_NICKNAME = ALU
export VERILOG_FILES = /design/flow/design.v
export SDC_FILE = /design/flow/constraint.sdc
export NUM_CORES = 4
export LEC_CHECK = 1
export CORE_AREA = 10 10 91 91
export DIE_AREA = 0 0 101 101
==> design/flow/constraint.sdc <==
current_design ALU

set clk_period 4.9
set clk_io_pct 0.2

create_clock -name clk0 -period $clk_period

set non_clock_inputs [all_inputs -no_clocks]
set_input_delay [expr $clk_period * $clk_io_pct] -clock clk0 $non_clock_inputs
set_output_delay [expr $clk_period * $clk_io_pct] -clock clk0 [all_outputs]
==> design/flow/design.v <==
module ALU 
(input wire [7:0] a,
 input wire [7:0] b,
 input wire [1:0] ALU_sel,
 input wire [1:0] load_shift,
 output wire [7:0] result,
 output wire cout,
 output wire zout
);
reg [8:0] r;
always @(a or b or ALU_sel or load_shift) begin
	case(ALU_sel) 
		2'b10: r <= a + b;  
		2'b11: r <= a - b;  
		2'b01: r <= {1'b0, ~(a | b)};  
		2'b00:
			case(load_shift) 
				2'b11: r <= {1'b0, a>>1};
				2'b01: r <= {1'b0, a<<1};
				2'b10: r <= {1'b0, a};
				2'b00: r <= 0;
			endcase
	endcase
end
assign cout = r[8];
assign result = r[7:0];
assign zout = (result==0)?1'b1:1'b0;
endmodule
==> results.toml <==
# yosys + openroad results
[placed_design]
place_inst = 266
gp_congestion = 0.958
dp_hpwl_um = 2900
io_buffers = 30

[detailed_routing]
vias = 1128
drc = 0
wl_per_cell_um = 12.3
finalWirelength_um = 3280
drt_iter0_drc = 35
via_per_inst = 4.22
insertedDiodeCount = 0
ant_nets = 0
dr.pass1.iters = 4

[yosys]
ys_types = 41
top_cell_area_share_pct = 13.5
synthCells = 129
yosys_area_um2 = 926
synth_area_per_cell_um2 = 7.18
yosysWarnings = 1
synth.largest_area_cell = "ha_1"
synth_area_um2 = 926
synthTopCellsByArea = "ha_1 14%, o21ai_0 7.6%, nand2_1 6.5%"
ys_cells = 129
synth_seq_share_pct = 0

[final_timing]
hold_slack_ns = 2.60
timing.final.hold_violations = 0
fin_crit_sh_pct = 96.3
max_slew.worst_pin.slew_ns = 0.343
setup_viol = 0
min_period_ns = 4.72
rsz0062_at_grt = "false"
slew_violations = 0
fmax_ghz = 0.212
maxSlewHeadroom_pct = 77.2

[pwr]
leakagePower_uw = 0.000749
ir_drop_mv = 0.0452
p_per_area_nw_per_um2 = 136

[floorplanning]
io_pins = 30
initCoreUtil_pct = 14.6
chipArea_um2 = 10200
coreArea_um2 = 6350
die_w_um = 101
die_h_um = 101
num_rows = 29

[finish]
area_growth_pct = 72.8
nClkBuffers = 0
stdcell_count = 267
layout-drive-gt1-share_pct = 30.5
seq_area_um2 = 0
nFlopsAndLatches = 0

[grt]
grt_pass1_vias = 1145
grt_use_total_pct = 6.12
grt_overflow_total = 0
grt_pass1_wl_um = 5200
antenna_found_initial = 0
grt_start_max_net_pins = 18

[setup_path]
arrival_ns = 3.74
criticalPathCategory = "input pin to output port"
critical_path.endpoint = "result[5]"
end_kind = "output port"
cp_max_fo = 3
worstPathRequired_ns = 3.92
crit_start = "b[1]"
critPathLaunchType = "input pin"

[run]
warning_count = 33
maxCapViolCount = 0

[status]
status = "finished clean"

[min_path]
worstHoldPathType = "input pin to output port"
critical path, stage by stage:
cell	delay, ns
dlygate4sd2_1	0.23
inv_1	0.06
ha_1	0.27
nand2_1	0.05
o21ai_2	0.06
inv_1	0.05
ha_1	0.26
nor2b_2	0.16
o31a_1	0.34
o21a_1	0.19
or3_1	0.30
a31o_1	0.25
buf_4	0.13
clkdlybuf4s50_1	0.40
cells in the mapped netlist, drive strengths merged, types with 2 or more instances:
library cell	number
mux2i	4
a31o	2
or2	3
o31ai	5
mux2	5
a21oi	3
a211oi	2
nor3	3
nor2b	3
ha	10
xnor2	3
nand2	16
nor2	11
buf	3
inv	8
a22oi	2
a221oi	3
or3	3
nor3b	2
xor2	6
o21ai	15
o21a	5
how the worst min path moves through the flow:
stage / start / to / slack [ns] / cells past startpoint
finish: ALU_sel[1] / cout / 2.60 / 5
global route: ALU_sel[1] / cout / 2.67 / 5
CTS: b[1] / result[1] / 2.97 / 6
logic make-up (layout without fill, tap and decap cells):
family          Yosys count  in the layout  synth area share [%]
simple gates             46             46                  26.2
compound gates           42             42                  31.8
buf+inv                  12             73                  6.62
fa+ha+maj                11             11                  15.7
xor+xnor                  9              9                  8.51
mux                       9              9                  11.2
power by group:
group	switching [µW]	internal (µW)	leakage [µW]
Combinational	89.1	128	0.000749
Clock	0	0	0
Sequential	0	0	0
layer usage:
layer  GRT usage (%)  vias up  part of all wire, %
li1                -      595                    -
met1            7.67      514                   45
met2            11.4       15                   51
met3           0.277        4                  2.0
met4           0.965        0                  1.6
met5               0        -                    0
area by class of cell:
class / instances / area (µm²)
fillers: 657 / 4750
multi-input cells: 117 / 901
repair buffers: 65 / 573
well taps: 77 / 96.3
inverters: 8 / 30.0
timing repair:
item                                    CTS  global route
endpoints found under the setup margin    5             5
pin swaps                                 3             6
hold buffers                              0             0
resized                                  11            10
buffers inserted                          1             0
placed cells by master (no fill, tap or decap), types with 5 or more instances in the layout:
cell,n
inv_1,8
ha_1,9
clkdlybuf4s50_1,23
nor2_1,8
nand2_1,15
o21a_1,5
xor2_1,6
o31ai_1,5
buf_4,34
o21ai_0,12
stage by stage:
| stage | setup TNS (ns) | area (µm²) | power (µW) | utilization [%] | setup slack [ns] |
|---|---|---|---|---|---|
| CTS | 0 | 1580 | 218 | 24.8 | 0.00122 |
| finish | 0 | 1600 | 217 | 25.2 | 0.179 |
| global route | 0 | 1600 | 240 | 25.2 | 0.00718 |
| global placement | -0.744 | 1550 | 210 | 24.4 | -0.378 |
| detailed placement | -0.831 | 1550 | 210 | 24.4 | -0.409 |
| floorplan | 0 | 926 | 99.9 | - | 0.613 |
Power and IR drop assume default switching activity.
